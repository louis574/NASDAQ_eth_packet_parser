==> flow/design.v <==
`timescale 1ns / 1ps
module ip_parse #(parameter inwidth = 64)(
    input clk,
    input [inwidth-1:0] din,
    input [7:0] tkeep,
    input tvalid,
    input tlast,
    output reg [inwidth-1:0] out,
    output reg [7:0] out_keep,
    output reg outvalid,
    output reg tlast_out, 
    output parsing,
    output [2:0] word_on_out,
    output [3:0] TIL_out
    );
    reg header_reading = 0;
    reg[3:0] TIL = 4'b0000;
    wire TIL_odd = TIL[0];
    wire [2:0] words = TIL[3:1];
    reg [2:0] word_on = 3'b000;
    reg [31:0] overlap_delay = 31'b0;
    reg [7:0] overlap_keep = 31'b0;
    reg tvalid_delay = 0;
    reg parse = 0;
    reg tlast_out_delay = 0;
    assign parsing = parse;
    assign word_on_out = word_on;
    assign TIL_out = TIL;
    wire [7:0] tkeep_anded;
    assign tkeep_anded = tkeep & {8{tvalid}};
    initial begin
        tlast_out = 0;
    end
    always @(posedge clk)begin
        tvalid_delay <= tvalid;
        overlap_delay <= din[31:0];
        overlap_keep <= tkeep_anded[3:0];
        outvalid <= parse;
        if(header_reading) begin
            word_on <= word_on + 1;
        end
        if(word_on == words-2+TIL_odd & tvalid) begin
            header_reading <= 0;
            parse <= 1;        
        end
        if(~tvalid_delay & tvalid) begin
            TIL <= din[59:56];
            header_reading <= 1;
            word_on <= 3'b000;
        end
        if(tlast_out) begin
            tlast_out <= 0;
        end
        if(tlast_out_delay) begin
            tlast_out <= 1;
            tlast_out_delay <= 0;
            parse <= 0;
        end
        if(tlast) begin            
            if(tkeep[3:0] == 4'b00) begin
                tlast_out <= 1; 
                parse <= 0;
            end
            else begin
                tlast_out_delay <= 1;
            end
        end
        if(parse) begin
            if(TIL_odd) begin
                out <= {{overlap_delay},{din[63:32]}};
                out_keep <= {{overlap_keep},{tkeep_anded[7:4]}};  
            end
            else begin
                out <= din;
                out_keep <= tkeep_anded;
            end     
        end
    end
endmodule
==> flow/run.sh <==
#!/bin/bash
# OpenROAD 26Q1-2900-gdf79404cd8, Yosys 0.63+post, stock flow scripts
make -C /OpenROAD-flow-scripts/flow DESIGN_CONFIG=/design/flow/config.mk WORK_HOME=/design/flow/orfs finish
==> flow/config.mk <==
export PLATFORM = sky130hd
export DESIGN_NAME = ip_parse
export DESIGN_NICKNAME = ip_parse
export VERILOG_FILES = /design/flow/design.v
export SDC_FILE = /design/flow/constraint.sdc
export NUM_CORES = 4
export LEC_CHECK = 1
export CORE_UTILIZATION = 50
==> flow/constraint.sdc <==
current_design ip_parse

set clk_period 3.8
set clk_io_pct 0.2

create_clock -name clk0 -period $clk_period [get_ports {clk}]

set non_clock_inputs [all_inputs -no_clocks]
set_input_delay [expr $clk_period * $clk_io_pct] -clock clk0 $non_clock_inputs
set_output_delay [expr $clk_period * $clk_io_pct] -clock clk0 [all_outputs]
==> ci_impl_report.md <==
### Yosys + OpenROAD results

| Metric | Value |
|---|---|
| Final HPWL DP | `about 5700 um` |
| Vias per Instance | `about 4.9` |
| Cells along the critical path | `clkdlybuf4s50_1` |
| Hold worst-path end | `tlast_out` |
| Critical Path Source Type | `flip-flop` |
| FP Util | `~52%` |
| Mux cell area share after synthesis | `approximately 18%` |
| Worst r2r src | `TIL[0]` |
| Global-route wire length before repair | `between 10,000 and 15,000 um` |
| Synth Instances | `244` |
| Flops after synth | `about 120` |
| Status | `complete, no violations` |
| Leakage | `around 2.4 nW` |
| Yosys stat chip area | `0.00434 sq mm` |
| Reg2reg path depth | `7` |
| DR WL/cell | `roughly 16 um` |
| Max Fclk | `roughly 0.38 GHz` |
| Post-synth top flop | `edfxtp_1` |
| DRC Markers | `0` |
| Setup violations, final | `0` |
| Setup Fix Bufs, Post-CTS | `0` |
| TNS Setup | `0 ns` |
| Placed cells | `approximately 500` |
| CTS Hold Bufs | `0` |
| Basic Gates by Area | `under 10%` |
| Adder-cell share of the synthesized area | `2.02%` |
| Routability cong. | `between 0.8 and 0.9` |
| CTS clk-pin slew, worst paths | `about 0.05 ns` |
| Cell Area, Synth | `~0.0043 sq mm` |
| Library cells used by synthesis | `22` |
| CP top delay family | `flip-flops` |
| DR iter-0 viols | `between 60 and 70` |
| Xor and xnor area share after synthesis | `1.21%` |
| Clk sink count | `121` |
| M1 wire length | `roughly 3500 um` |
| Crit path DRT | `roughly 3 ns` |
| OpenROAD warnings | `27` |
| DR WL met3 | `999 um` |
| Worst-margin pin slew | `~0.75 ns` |
| Syn Area/Cell | `around 18 sq um` |
| Hold depth | `1` |
| Cell Rows | `33` |
| Worst clock skew | `between 0.007 and 0.008 ns` |
| Final Non-Filler Cells | `approximately 530` |
| Top area contributor share | `52.6%` |
| # Cells Yosys | `approximately 240` |
| Latency at later pin | `roughly 0.50 ns` |
| Die H | `approximately 95 um` |
| Met2 wire len | `slightly below 4000 um` |
| Drt pass-1 iters | `4` |
| Core box area | `just over 0.008 sq mm` |
| Post-CTS Resized | `0` |
| Initial antenna violation count | `0` |
| Top Metal Used | `met4` |
| Ys Warns | `1` |
| Worst r2r dst | `parse` |
| Max-slew violation count | `0` |
| Tcrit/Tclk final | `69.9%` |
| Crit-path max FO | `18` |
| Layout cells sized above 1 | `23.1%` |
| Vias in the first global route | `2,628` |
| ANT cells | `0` |
| Clock Tree Buf Depth | `2` |
| PD cells | `509 mW/mm^2` |
| Worst hold path class | `reg2reg` |
| GRT Total Usage | `20.8%` |
| Max cap viols | `0` |
| Ys async rst share | `0%` |
| Die area | `0.00905 sq mm` |
| Post-Route WL | `between 8000 and 9000 um` |
| CTS tree | `done` |
| Die W | `95.1 um` |
| Crit-path max cell delay | `0.81 ns` |
| Crit path DAT | `between 1.5 and 2 ns` |
| Logic family by area | `multiplexers` |
| Dominant logic cell type in the layout | `clkdlybuf4s50_1` |
| CTS Buf Count | `17` |
| Peak supply drop | `approximately 0.33 mV` |
| Hold WS | `around 0.43 ns` |
| Top cells by area, synth | `edfxtp_1, dfxtp_1, mux2_2` |
| Worst Setup End Kind | `output pin` |
| RSZ-0062 raised after global routing | `false` |
| Worst R2R Setup Slack | `1.50 ns` |
| Post-DRT Antenna Nets | `0` |
| Compound Share, Synth | `between 1 and 1.5%` |
| Most common logic cells in the final layout | `clkdlybuf4s50_1, edfxtp_1, mux2_2` |
| Seq share, synth | `between 70% and 80%` |
| CTS H-tree lvls | `4` |
| Min-delay src | `tlast_out_delay` |
| Crit path buffers/inverters | `1` |
| Overflow after GRT | `0` |
| Vias | `2,600` |
| Rel. slew slack | `roughly half` |
| Synthesis-to-layout area growth | `51.2%` |
| IO Port Bufs | `around 160` |
| Period minus WS final | `~2.7 ns` |
| Root Buffer | `clkbuf_8` |
| IO Count | `157` |
| EDFF count, synth | `76` |
| Slowest cell on the critical path | `edfxtp_1` |
| Fin. Hold Viols | `0` |
| Critical path class | `reg2out` |
| Largest net degree at the start of global routing | `59` |
| Synth area leader | `edfxtp_1` |
-- power breakdown --
part	total, mW	internal, mW	switching (mW)	leakage [nW]
logic	0.321	0.225	0.0961	1.08
registers	1.54	1.49	0.0489	1.07
clock network	1.48	0.945	0.536	0.271
-- final cells by class --
cell class,instances,area (sq um)
Tap cell,105,131
Fill cell,516,1740
Timing Repair Buffer,158,1580
Clock buffer,20,435
Multi-Input combinational cell,110,1090
Inverter,3,11.3
Sequential cell,121,3190
Clock inverter,12,125
-- per-layer routing --
| layer | up-vias | track usage [%] |
|---|---|---|
| met2 | 113 | 29.3 |
| li1 | 1245 | - |
| met4 | 0 | 2.40 |
| met1 | 1238 | 33.4 |
| met5 | - | 0 |
| met3 | 4 | 10.2 |
-- synthesized netlist by cell type, drive strengths merged, types with 2 or more instances --
library cell  number
a22o               4
and2               4
buf                9
dfxtp             45
edfxtp            76
ha                 7
inv                3
mux2              64
mux2i              5
nand2              3
nor2               4
nor2b              7
nor4               2
xnor2              2
xor2               4
-- sequential cells by signal, indices dropped and copies added (netlist names), 3 cells and up --
| signal | cells |
|---|---|
| word_on | 3 |
| out | 64 |
| overlap_delay | 32 |
| overlap_keep | 4 |
| out_keep | 8 |
| TIL | 4 |
-- through the flow --
stage | utilization (%) | cell area (sq um) | total power, mW | setup slack [ns]
after detailed placement | 72.3 | 6000 | 1.89 | 1.42
after CTS | 79.0 | 6560 | 3.37 | 1.12
after global placement | 72.3 | 6000 | 1.88 | 1.46
after global routing | 79.0 | 6560 | 3.48 | 1.05
final | 79.0 | 6560 | 3.34 | 1.14
after floorplan | - | 4340 | 1.68 | 1.17
-- how the worst max path moves through the flow --
stage / endpoint / cells after the start / slack (ns) / start
CTS: TIL_out[0] / 1 / 1.12 / TIL[0]
global route: TIL_out[0] / 1 / 1.05 / TIL[0]
finish: TIL_out[0] / 1 / 1.14 / TIL[0]
-- logic make-up (layout without fill, tap and decap cells) --
logic type / after synthesis / after routing
compound gates: 7 / 7
simple gates: 21 / 21
xor+xnor: 6 / 6
buf+inv: 13 / 193
mux: 69 / 69
flops: 121 / 121
fa+ha+maj: 7 / 7
Power and IR drop assume default switching activity.
